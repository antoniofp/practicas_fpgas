==> flow/design.v <==
module clk_div_a_n #(
    parameter OUTPUT_FREQ = 1 
)(
    input wire clk_in,      
    input wire rst_a_n,     
    output reg clk_out      
);
	localparam BASE_FREQ = 50_000_000;
	localparam integer COUNTER_LIMIT = (BASE_FREQ / (2 * OUTPUT_FREQ)) - 1;  
    reg [24:0] counter;
    always @(posedge clk_in, negedge rst_a_n) begin
        if (!rst_a_n) begin   
            counter <= 0;
            clk_out <= 1;
        end else begin
            if (counter == COUNTER_LIMIT) begin
                counter <= 0;
                clk_out <= ~clk_out;
            end else begin
                counter <= counter + 1;
            end
        end
    end
endmodule
module pwm_controller #(MAX_DC = 125_000, MIN_DC = 25_000, UPDATE_FREQ=60) (
	input rst_a_n, clk,
	output reg pwm_signal,
	input [15:0] absolute_angle,
	input is_negative
);
	localparam BIT_RESOLUTION = 9;
	localparam PWM_STEP = 50_000/(2**(BIT_RESOLUTION-1));
	wire [BIT_RESOLUTION-1:0] angle_abs = absolute_angle[8:0];
	wire signed [BIT_RESOLUTION:0] signed_angle;  
	assign signed_angle = is_negative ? -$signed({1'b0, angle_abs}) : $signed({1'b0, angle_abs});
	reg signed [BIT_RESOLUTION:0] angle_history [0:15];
	wire signed [BIT_RESOLUTION+7:0] angle_sum;  
	wire signed [BIT_RESOLUTION:0] avg_angle;
	assign angle_sum = angle_history[0] + angle_history[1] + angle_history[2] + angle_history[3] +
					   angle_history[4] + angle_history[5] + angle_history[6] + angle_history[7] +
					   angle_history[8] + angle_history[9] + angle_history[10] + angle_history[11] +
					   angle_history[12] + angle_history[13] + angle_history[14] + angle_history[15];
	assign avg_angle = angle_sum >>> 4;  
	reg signed [BIT_RESOLUTION:0] filtered_angle;
	localparam HYST_THRESHOLD = 0;
	reg [19:0] duty_cycle;
	reg [19:0] counter;
	reg [19:0] calculated_duty;
	wire slow_clk;
	clk_div_a_n #(UPDATE_FREQ) clk_div1 (clk, rst_a_n, slow_clk);
	integer i;
	always @(posedge slow_clk or negedge rst_a_n) begin
		if (!rst_a_n) begin
			for (i = 0; i < 16; i = i + 1) begin
				angle_history[i] <= 0;
			end
		end else begin
			for (i = 15; i > 0; i = i - 1) begin
				angle_history[i] <= angle_history[i-1];
			end
			angle_history[0] <= signed_angle;
		end
	end
	always @(posedge slow_clk or negedge rst_a_n) 
	begin
	if (!rst_a_n) 
	begin
		filtered_angle <= 0;
	end 
	else 
	begin
		if ((avg_angle > filtered_angle && (avg_angle - filtered_angle > HYST_THRESHOLD)) ||
		    (avg_angle < filtered_angle && (filtered_angle - avg_angle > HYST_THRESHOLD)))
			filtered_angle <= avg_angle;
	end
	end
	always @(posedge clk or negedge rst_a_n) begin
		if (!rst_a_n)
			duty_cycle <= 0; 
		else begin
			calculated_duty = 75_000 + (filtered_angle * PWM_STEP);
			if (calculated_duty > MAX_DC)
				duty_cycle <= MAX_DC; 
			else if (calculated_duty < MIN_DC)
				duty_cycle <= MIN_DC; 
			else
				duty_cycle <= calculated_duty; 
		end
	end
	always @(posedge clk or negedge rst_a_n) begin
		if (!rst_a_n)
			counter <= 0; 
		else if (counter < 1_000_000-1)
			counter <= counter + 1; 
		else 
			counter <= 0; 
	end
	always @(posedge clk or negedge rst_a_n) begin
		if (!rst_a_n)
			pwm_signal <= 0; 
		else if (counter < duty_cycle)
			pwm_signal <= 1; 
		else
			pwm_signal <= 0; 
	end
endmodule
==> flow/run.sh <==
#!/bin/bash
# OpenROAD 26Q1-2900-gdf79404cd8, Yosys 0.63+post, stock flow scripts
make -C /OpenROAD-flow-scripts/flow DESIGN_CONFIG=/design/flow/config.mk WORK_HOME=/design/flow/orfs finish
==> flow/config.mk <==
export PLATFORM = sky130hd
export DESIGN_NAME = pwm_controller
export DESIGN_NICKNAME = pwm_controller
export VERILOG_FILES = /design/flow/design.v
export SDC_FILE = /design/flow/constraint.sdc
export NUM_CORES = 4
export LEC_CHECK = 1
export CORE_UTILIZATION = 30
==> flow/constraint.sdc <==
current_design pwm_controller

set clk_period 4.8
set clk_io_pct 0.2

create_clock -name clk0 -period $clk_period [get_ports {clk}]

set non_clock_inputs [all_inputs -no_clocks]
set_input_delay [expr $clk_period * $clk_io_pct] -clock clk0 $non_clock_inputs
set_output_delay [expr $clk_period * $clk_io_pct] -clock clk0 [all_outputs]
==> deck_impl_summary.md <==
Key Metrics from the Run

Floorplan
  – Initial cell density of the core: 0.304
  – Core Footprint: 50,200 um2
  – Die width: 228 um
  – Row cnt: 82
  – IO Count: 20
  – Chip area: 51,800 um2
  – Die Y: 228 um

CTS
  – H-tree depth: 3
  – Postcts setup bufs: 0
  – Clock transition at path regs: 0.05 ns
  – Resized Gates After CTS: 0
  – Cell at the root of the clock tree: sky130_fd_sc_hd__clkbuf_16
  – Clock buffers created by TritonCTS: 9
  – Hold-fix buffer count after cts: 0
  – Clock network latency to the later pin of the worst-skew pair: 0.33 ns
  – Clock tree from TritonCTS: built
  – Clk buf depth: 2

Layout
  – Non-Filler Instances: just over 2,000
  – Final Util: 0.330
  – Finished layout cell area: between 15,000 and 20,000 um2
  – Ratio of cells with drive above 1 in the final layout: 0.0377
  – Commonest non-fill, non-tap cells in the layout: 379 x sky130_fd_sc_hd__inv_1, 236 x sky130_fd_sc_hd__dfrtp_1, 165 x sky130_fd_sc_hd__fa_1
  – Most frequent logic cell in the layout: sky130_fd_sc_hd__inv_1
  – Area growth syn-to-layout: 8.62%

Synthesis
  – Prevailing post-synth register cell: sky130_fd_sc_hd__dfrtp_1
  – Top area cell types: sky130_fd_sc_hd__dfrtp_1 39%, sky130_fd_sc_hd__fa_1 22%, sky130_fd_sc_hd__ha_1 9.3%, sky130_fd_sc_hd__inv_1 9.3%, sky130_fd_sc_hd__xnor2_1 3.0%
  – Share of Yosys cell area claimed by the top area cell type: 0.387
  – Synth area leader: sky130_fd_sc_hd__dfrtp_1
  – FFs w/ async S/R, synth: 1.00
  – Combined area of all synthesized cells: approximately 15,000 um2
  – Chip Area, Yosys: between 15,000 and 20,000 um2
  – Mean post-synth cell area: about 11 um2
  – Flip-flops with a built-in enable: 0
  – Synthesized netlist cell count: 1,381
  – Portion of the post-synthesis area used by sequential elements: 0.389
  – Yosys cell count: ~1,400
  – Post-synth cell types: 82
  – Warnings, synthesis: 3
  – Seq cells post-synth: between 200 and 250

Timing
  – Skew final: ~0.0044 ns
  – Setup repair after global routing missed its margin: false
  – Total of endpoints with negative setup slack in the final report: 0
  – Max-slew headroom: 0.504
  – Minimum hold slack: 0.472 ns
  – Count of endpoints without a timing constraint: 187
  – Timing-limited maximum frequency: around 400 MHz
  – Number of max-slew violations in the final report: 0
  – Post-route minimum period: 2.49 ns
  – Final tally of hold violations: 0
  – Sum of negative setup slack: 0 ns
  – Transition time at the pin with the least slew margin: 0.744 ns
  – Share of the clock period used by the worst path: 0.520
  – Number of register pins that no clock reaches: 170
  – PnR worst setup slack: 2.31 ns

Detailed routing
  – Diodes inserted: 0
  – Pre-Repair DR Iteration Count: 4
  – DRC Markers: 0
  – Via count normalized by instance count: 4.16
  – Number of DRC markers after the initial detailed-route iteration: 318
  – Antenna Nets Post-Route: 0
  – Via count of the routed design: roughly 8,600
  – Detailed-route wire length: 21,700 um
  – Wire length per cell: 10.4 um

Power
  – Clock network power share: 0.538
  – Worst ir drop on vdd: between 0.0001 and 0.00015 V
  – LEAKAGE: 8.34 nW
  – Combinational share of power: 0.049
  – Cell-internal power: 1.10 mW
  – Sequential power share: 0.413
  – Power Total: around 1.4 mW
  – Switching power of the nets: 269 uW
  – Power density over the cells: 82.7 nW/um2
  – Switching portion of total power: 0.196

Global route
  – Congestion Overflow GR: 0
  – Pin count of the biggest net entering global routing: 89
  – Global-route wire length before repair: roughly 40,000 um
  – Antenna violations before repair: 0
  – Overall fraction of global-route tracks in use: 0.0952
  – Vias in the first global route: 8,832

Critical path
  – Maximum fanout encountered on the critical timing path: 4
  – Crit start category: flip-flop
  – Critical path arrival: around 2.7 ns
  – Kind of critical path: flip-flop to flip-flop
  – Worst setup EP type: flip-flop
  – Data required, critical path: 5.00 ns

Run
  – Number of logged tool warnings: 45
  – Max-cap violations: 0

Placed design
  – # placed instances: 2,062
  – Standard cell area after detailed placement: approximately 16,000 um2
  – Port Buffers: 12
  – Routability congestion estimate from global placement: around 0.83
  – DPL Wire Length: 18,100 um
  – Setup Slack @ Placement: 2.28 ns

Outcome
  – Run status: finished, final reports clean

Worst hold path
  – Class of the tightest hold or removal check: flip-flop to flip-flop
## area by class of cell
type,count,area (um2)
clock buffers,11,243
inverters,379,1420
well taps,672,841
fillers,4915,33600
multi-input cells,756,7860
repair buffers,18,170
flip-flops and latches,237,5940
clock inverters,5,100
## metal layers
| layer | global-route usage | vias up | part of all wire |
|---|---|---|---|
| met5 | 0 | - | 0 |
| met4 | 0.00455 | 0 | 0.0065 |
| met3 | 0.0107 | 8 | 0.021 |
| met2 | 0.148 | 50 | 0.46 |
| met1 | 0.156 | 4281 | 0.51 |
| li1 | - | 4300 | - |
## cell families after synthesis
logic type	synth area share
multiplexers	0.00795
AND-OR/OR-AND	0.0738
other	0.000246
XOR/XNOR	0.0476
flip-flops	0.389
buffers and inverters	0.0969
AND/OR/NAND/NOR	0.0746
adder cells (fa/ha/maj)	0.310
## synth_stat cells, drive strengths merged, types with 7 or more instances
library cell and instances:
a21o 24, a21oi 29, and3 7, clkbuf 8, dfrtp 236, fa 165
ha 114, inv 379, nand2 42, nand3 33, nand4 10, nor2 85
nor3 14, o21ai 25, xnor2 52, xor2 31
## worst max-delay path, cell delays in order (launching register included)
cell,delay (ns)
sky130_fd_sc_hd__dfrtp_1,0.41
sky130_fd_sc_hd__ha_1,0.30
sky130_fd_sc_hd__a21o_1,0.16
sky130_fd_sc_hd__a21o_1,0.17
sky130_fd_sc_hd__a21o_1,0.17
sky130_fd_sc_hd__a21o_1,0.17
sky130_fd_sc_hd__a21o_1,0.17
sky130_fd_sc_hd__a21o_1,0.16
sky130_fd_sc_hd__a21oi_1,0.16
sky130_fd_sc_hd__o2111ai_1,0.16
sky130_fd_sc_hd__a221oi_1,0.35
## power groups by stage
stage	logic [mW]	clock network [mW]	registers, mW
final	0.0669	0.738	0.567
after global routing	0.0793	0.784	0.566
after CTS	0.0713	0.756	0.567
## state kept, by name, summed over array words and instances (netlist names)
signal,cells
counter,20
duty_cycle,20
angle_history,160
clk_div1.counter,25
pwm_signal,1
filtered_angle,10
clk_div1.clk_out,1
## path summary, 6_finish.rpt
path,from,endpoint,slack (ns),depth (start not counted)
setup reg to reg,counter[1],pwm_signal,2.31,10
max in group asynchronous,rst_a_n,duty_cycle[10],3.83,1
setup / recovery,counter[1],pwm_signal,2.31,10
hold / removal,clk_div1.counter[24],clk_div1.counter[24],0.47,1
hold reg to reg,clk_div1.counter[24],clk_div1.counter[24],0.47,1
min in group asynchronous,rst_a_n,clk_div1.counter[1],0.58,1
Power and IR drop assume default switching activity.
